**/design/flow/config.mk**
```make
export PLATFORM = sky130hd
export DESIGN_NAME = FIR_Filter
export DESIGN_NICKNAME = FIR_Filter
export VERILOG_FILES = /design/flow/design.v
export SDC_FILE = /design/flow/constraint.sdc
export NUM_CORES = 4
export LEC_CHECK = 1
export CORE_UTILIZATION = 30
```
**/design/flow/constraint.sdc**
```tcl
current_design FIR_Filter

set clk_period 16.8
set clk_io_pct 0.2

create_clock -name clk0 -period $clk_period [get_ports {clk}]

set non_clock_inputs [all_inputs -no_clocks]
set_input_delay [expr $clk_period * $clk_io_pct] -clock clk0 $non_clock_inputs
set_output_delay [expr $clk_period * $clk_io_pct] -clock clk0 [all_outputs]
```
**/design/flow/design.v**
```verilog
module FIR_Filter  
#(  
    parameter TAPS = 49,                                             
    parameter DATA_WIDTH = 16,                                       
    parameter COEFF_WIDTH = 16                                       
)  
(  
    input   wire                                         clk,         
    input   wire                                         rst,         
    input   wire signed  [DATA_WIDTH-1:0]                x,           
    output  reg  signed  [DATA_WIDTH+COEFF_WIDTH-1:0]    y            
);  
    reg signed [DATA_WIDTH+COEFF_WIDTH-1:0] acc [0:TAPS-2];
    integer i;
    always @(posedge clk or negedge rst) begin
        if (!rst) begin
            for (i = 0; i < TAPS-1; i = i + 1) begin
                acc[i] <= 0;
            end
            y <= 0;
        end
        else begin
            acc[0]  <= x * -36;   
            acc[1]  <= acc[0]  + (x * 82);  
            acc[2]  <= acc[1]  + (x * 122);  
            acc[3]  <= acc[2]  + (x * 99);  
            acc[4]  <= acc[3]  + (x * -20);  
            acc[5]  <= acc[4]  + (x * -166);  
            acc[6]  <= acc[5]  + (x * -204);  
            acc[7]  <= acc[6]  + (x * -52);  
            acc[8]  <= acc[7]  + (x * 213);  
            acc[9]  <= acc[8]  + (x * 369);  
            acc[10]  <= acc[9]  + (x * 221);  
            acc[11]  <= acc[10]  + (x * -197);  
            acc[12]  <= acc[11]  + (x * -572);  
            acc[13]  <= acc[12]  + (x * -524);  
            acc[14]  <= acc[13]  + (x * 50);  
            acc[15]  <= acc[14]  + (x * 786);  
            acc[16]  <= acc[15]  + (x * 1029);  
            acc[17]  <= acc[16]  + (x * 351);  
            acc[18]  <= acc[17]  + (x * -976);  
            acc[19]  <= acc[18]  + (x * -1954);  
            acc[20]  <= acc[19]  + (x * -1421);  
            acc[21]  <= acc[20]  + (x * 1108);  
            acc[22]  <= acc[21]  + (x * 4928);  
            acc[23]  <= acc[22]  + (x * 8380);  
            acc[24]  <= acc[23]  + (x * 9768);  
            acc[25]  <= acc[24]  + (x * 8380);  
            acc[26]  <= acc[25]  + (x * 4928);  
            acc[27]  <= acc[26]  + (x * 1108);  
            acc[28]  <= acc[27]  + (x * -1421);  
            acc[29]  <= acc[28]  + (x * -1954);  
            acc[30]  <= acc[29]  + (x * -976);  
            acc[31]  <= acc[30]  + (x * 351);  
            acc[32]  <= acc[31]  + (x * 1029);  
            acc[33]  <= acc[32]  + (x * 786);  
            acc[34]  <= acc[33]  + (x * 50);  
            acc[35]  <= acc[34]  + (x * -524);  
            acc[36]  <= acc[35]  + (x * -572);  
            acc[37]  <= acc[36]  + (x * -197);  
            acc[38]  <= acc[37]  + (x * 221);  
            acc[39]  <= acc[38]  + (x * 369);  
            acc[40]  <= acc[39]  + (x * 213);  
            acc[41]  <= acc[40]  + (x * -52);  
            acc[42]  <= acc[41]  + (x * -204);  
            acc[43]  <= acc[42]  + (x * -166);  
            acc[44]  <= acc[43]  + (x * -20);  
            acc[45]  <= acc[44]  + (x * 99);  
            acc[46]  <= acc[45]  + (x * 122);  
            acc[47]  <= acc[46]  + (x * 82);  
            y      <= acc[47] + (x * -36);
        end
    end
endmodule
```
**/design/flow/run.sh**
```bash
#!/bin/bash
# OpenROAD 26Q1-2900-gdf79404cd8, Yosys 0.63+post, stock flow scripts
make -C /OpenROAD-flow-scripts/flow DESIGN_CONFIG=/design/flow/config.mk WORK_HOME=/design/flow/orfs finish
```
==> run summary <==
flow finished, numbers: worst relative slew slack a little over an eighth, Detailed Route Iter0 Violations approximately 8,700, fmax 84.5 MHz, Top non-seq family adder cells, synthesized area per cell roughly 9.5 um2, Slew @ Worst Pin ~1.3 ns, required time of the critical path between 15 and 20 ns, CTS H-tree depth 4, biggest area cells dfrtp_1 (25%), ha_1 (20%), fa_1 (12%), cts bufs inserted approximately 190, Clock Tree Buf Depth 4, Hold Vio Cnt, Final 0, OpenROAD warning count around 110, Cell Rows 263, CP max stage delay roughly 0.80 ns, layout cells sized above 1 approximately 4.5%, first-pass GRT wire length 913,000 um, CP max-delay cell inv_1, drt drc 0, Worst Hold Launch acc[14][0], Yosys Warn Count 2, core area slightly above 500,000 um2, top logic cell by instance count in the layout ha_1, RSZ-0062 raised after global routing no, gr usage total 25.8%, Placed Area about 170,000 um2, run status completed, Synth cell types 110, Gates resized, CTS repair 0, Adder-Cell Fraction of Synth Area a little under a third, Clock transition at path regs around 0.060 ns, CP Data Arrival Time approximately 13 ns, Gate Count Post-Synth around 16,000, fp util 30.2%, XOR Share, Synth 9.75%, CP Capture Type flop, detailed placement HPWL roughly 550,000 um, R2R cell count 12, maximum number of pins on one net before global-route repair around 110, CTS tree yes, via-per-instance ratio 5.18, register share after synthesis around a quarter, Worst Path Max Fanout 10, Clock Latency Late Sink 0.95 ns, ao+oa area frac between 10% and 20%, ys cells approximately 16,000, Synth flops 1,546, DRT Wirelength around 650,000 um, Top cells excl fill/tap ha_1 (2,431), inv_1 (1,936), dfrtp_1 (1,546), # Post-CTS Setup Buffers 0, die width 721 um, DR vias approximately 120k, crit path time final about 12 ns, Root Driver clkbuf_16, Clock Skew about 0.042 ns, dominant synthesized flop cell dfrtp_1, count of pins over their slew limit 0, initial antenna violation count around 40, DR WL/cell roughly 27 um, Basic Gates by Area a little over a tenth, clock sinks between 1,500 and 2,000, asr flop ratio synth ~100%, cts hold-fix bufs 0, Yosys chip area around 150,000 um2, Routed Antenna Nets 0, Design Area, Final roughly 170,000 um2, area grow syn2layout 11.5%, critical path class input port to flop, total of max-cap violations 0, global route total overflow 0, type of the tightest min-delay check flop to flop, chip area approximately 520,000 um2, IO buf count slightly below 50, height of the die approximately 700 um, area leader, netlist dfrtp_1, Setup violations, final 0, gp weighted congestion roughly 1.1, Post-synth EDFFs 0, CP most frequent cell inv_1, RR Startpoint acc[6][2], cycle use final ~70%, startpoint types input port, Critical path origin x[3], Post-Syn Area roughly 150,000 um2, DR pass1 iterations 6, mux share 0.162%, worst hold path depth 0, number of global-route vias before repair between 100k and 150k, I/O pins approximately 50, Synth top area share around 25%, Fin Setup TNS 0 ns
## metrics by stage
| step | utilization [%] | cells | hold slack, ns | worst slack (ns) |
|---|---|---|---|---|
| floorplan | - | 16400 | 0.331 | 2.89 |
| global placement | 32.3 | 23500 | 0.331 | 4.22 |
| detailed placement | 32.3 | 23500 | 0.335 | 4.22 |
| CTS | 33.6 | 23900 | 0.343 | 5.12 |
| global route | 33.6 | 23900 | 0.344 | 4.55 |
| finish | 33.6 | 23900 | 0.339 | 4.97 |
## metal layers
| metal | part of all wire [%] | global-route usage, % | vias to the layer above | routed length [um] |
|---|---|---|---|---|
| li1 | - | - | 58400 | - |
| met1 | 42 | 34.8 | 60400 | 275000 |
| met2 | 42 | 36.9 | 3890 | 273000 |
| met3 | 10 | 10.1 | 965 | 66100 |
| met4 | 5.9 | 11.7 | 38 | 38500 |
| met5 | 0.061 | 0.203 | - | 396 |
## cell type report
class                      instances  area [um2]
tap                             6890        8620
multi-input combinational      12800      109000
antenna                           19        47.5
clock inverter                   110        1480
timing repair buffer             326        2570
sequential                      1546       38700
clock buffer                     242        5270
inverter                        1939        7280
fill                           52100      341000
## cell usage after synthesis, types with 155 or more instances
cell / number
inv_1: 1937
nand2b_1: 206
xor2_1: 439
and3_1: 165
nor3_1: 358
o21ai_0: 646
nand2_1: 688
fa_1: 895
a211oi_1: 155
dfrtp_1: 1546
o21a_1: 249
nor2_1: 982
nor2b_1: 209
nand3_1: 327
a21oi_1: 1352
o21bai_1: 237
xnor2_1: 1260
ha_1: 2437
a21o_1: 657
## final timing paths
check	to	slack [ns]
setup / recovery	acc[28][31]	4.97
hold / removal	acc[15][0]	0.34
setup reg to reg	acc[7][30]	12.57
hold reg to reg	acc[15][0]	0.34
max in group asynchronous	acc[26][9]	10.94
min in group asynchronous	acc[34][29]	2.35
## logic make-up (layout without fill, tap and decap cells)
| logic type | after synthesis | in the layout |
|---|---|---|
| fa+ha+maj | 3332 | 3332 |
| xor+xnor | 1709 | 1709 |
| compound gates | 4352 | 4352 |
| flops | 1546 | 1546 |
| simple gates | 3422 | 3422 |
| other cells | 0 | 19 |
| buf+inv | 2007 | 2617 |
| mux | 24 | 24 |
## state kept, by name, summed over array words and instances (netlist names)
register	flops
y	32
acc	1514
## worst max-delay path: cells and delay by family
kind	cells	cell delay, ns
adder cells (fa/ha/maj)	7	3.55
AND-OR/OR-AND	12	2.63
buffers and inverters	9	1.93
XOR/XNOR	2	0.72
AND/OR/NAND/NOR	3	0.38
